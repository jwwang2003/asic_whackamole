==> /design/flow/design.v <==
module button_matrix_decoder #(
    parameter RWIDTH = 4,                              
    parameter CWIDTH = 4                               
)(
    input  wire [RWIDTH-1:0] row,                      
    input  wire [CWIDTH-1:0] col,                      
    output wire [$clog2(RWIDTH*CWIDTH)-1:0] data_out   
);
    reg [$clog2(RWIDTH):0] row_idx = 0;
    reg [$clog2(CWIDTH):0] col_idx = 0;
    integer i;
    always @(*) begin
        row_idx = 0;
        col_idx = 0;
        for (i = 0; i < RWIDTH; i = i + 1)
            if (row[i]) row_idx = i + 1;
        for (i = 0; i < CWIDTH; i = i + 1)
            if (col[i]) col_idx = i + 1;
    end
    assign data_out = (row_idx != 0 && col_idx != 0) ? 
      (row_idx - 1) * RWIDTH + (col_idx - 1) : 
      {($clog2(RWIDTH*CWIDTH)){1'b0}};
endmodule
==> /design/flow/run.sh <==
#!/bin/bash
# OpenROAD 26Q1-2900-gdf79404cd8, Yosys 0.63+post, stock flow scripts
make -C /OpenROAD-flow-scripts/flow DESIGN_CONFIG=/design/flow/config.mk WORK_HOME=/design/flow/orfs finish
==> /design/flow/config.mk <==
export PLATFORM = sky130hd
export DESIGN_NAME = button_matrix_decoder
export DESIGN_NICKNAME = button_matrix_decoder
export VERILOG_FILES = /design/flow/design.v
export SDC_FILE = /design/flow/constraint.sdc
export NUM_CORES = 4
export LEC_CHECK = 1
export CORE_AREA = 10 10 70 70
export DIE_AREA = 0 0 80 80
==> /design/flow/constraint.sdc <==
current_design button_matrix_decoder

set clk_period 2.8
set clk_io_pct 0.2

create_clock -name clk0 -period $clk_period

set non_clock_inputs [all_inputs -no_clocks]
set_input_delay [expr $clk_period * $clk_io_pct] -clock clk0 $non_clock_inputs
set_output_delay [expr $clk_period * $clk_io_pct] -clock clk0 [all_outputs]
==> deck_impl_summary.md <==
Synthesis and Place & Route Summary

Final timing
  – Final hold vios: 0
  – Post-layout period usage: 96.7%
  – Max frequency: around 0.37 GHz
  – Final Slew Violations: 0
  – Tightest Pin Transition: 220 ps
  – Fin crit period: about 2700 ps
  – Final setup viols: 0
  – Setup ws final: 92.3 ps
  – Worst slew margin: ~85%
  – RSZ-0062 raised after global routing: false

Synth
  – Seq share, synth: 0%
  – Top logic family: adder cells
  – Synth Cell Area: 188 sq um
  – Syn Inst Count: 25
  – Most area-hungry cell type in the Yosys netlist: ha_1
  – Mux share: 0%
  – XOR/XNOR Area Share: 9.33%
  – YS warnings: 1
  – Top cells, area: ha_1 (27%), inv_1 (12%), fa_1 (11%)
  – Yosys adder share: 37.3%
  – Unique masters post-synth: 12
  – AO/OA Area Share: between 20% and 30%
  – Avg Cell Area, Syn: 7.51 sq um
  – Yosys stat chip area: 188 sq um
  – Synth Area in Simple Gates: 17.3%
  – Area leader share: 26.7%
  – Yosys cell count: 25

Final layout
  – Commonest non-fill, non-tap cells in the layout: buf_4 (6), dlygate4sd2_1 (5), clkdlybuf4s50_1 (4)
  – Synth-to-Final Area Change: 137%
  – Most instantiated logic cell after routing: buf_4
  – Clock buffer cells: 0
  – Share of cells above drive strength 1: 41.9%
  – Post-layout util: a little over an eighth
  – Cell area after layout: 445 sq um
  – Flop count: 0
  – Non-Filler Instances: 89
  – Register area: 0 sq um

Floorplanning
  – Initial Utilization: 5.49%
  – FP Rows: 21
  – Die H: ~80 um
  – Die Wd: 80 um
  – Core area: 3420 sq um
  – I/O pin cnt: 12
  – DIE AREA: between 6000 and 7000 sq um

Run
  – Total of max-cap violations: 0
  – OpenROAD warning count: 33

Global routing
  – First-pass GRT wire length: 945 um
  – Gr usage total: 1.62%
  – Remaining Overflow, GRT: 0
  – Largest net degree at the start of global routing: 5
  – Vias in the first global route: 247
  – Initial antenna violation count: 0

Placement
  – Total placed cells including tap cells: 88
  – Port bufs: 12
  – Area after DPL: 403 sq um
  – Final Wtd Congestion: about 0.75
  – DP Worst Slack: -531 ps

Pwr
  – Leak Pwr: 0.189 nW
  – Pwr per Cell Area: 168 nW/um^2
  – Worst VDD drop: around 0.022 mV
  – Total power: ~75 uW

Drt
  – Residual DRC: 0
  – Via count: between 200 and 250
  – Drt total wl: 569 um
  – TritonRoute pass-1 iters: 1
  – Wirelength per Cell: 6.39 um
  – Number of vias per cell: 2.54
  – ANT cells: 0
  – DRT iter0 DRCs: 0
  – Post-route ant nets: 0

Worst setup path
  – CP required: 2240 ps
  – WP data arrival: 2150 ps
  – Crit end category: output port
  – Kind of critical path: input port to output port
  – Startpoint Class: input port
  – Crit-path max FO: 2

Status
  – Status: finished clean

Worst hold path
  – Worst Min Path Start: row[3]
  – Worst hold path type: input port to output port
  – Hold path depth: 5
  – Hold Path Sink: data_out[3]
[worst max-delay path: stages]
cell and delay, ps:
clkdlybuf4s50_1 480, nor2b_1 50, o21a_1 180, ha_2 170, fa_2 510, and2_4 130
buf_6 70
[power breakdown]
group	total, mW	switching (mW)	internal [mW]
registers	0	0	0
clock network	0	0	0
logic	0.0749	0.0269	0.0481
[cell families after synthesis]
group | count (synthesis)
compound gates | 6
simple gates | 6
buf+inv | 6
fa+ha+maj | 5
xor+xnor | 2
[Yosys cell counts, drive strengths merged]
| library cell | instances |
|---|---|
| nor2b | 2 |
| and2 | 2 |
| o2bb2ai | 1 |
| o21ai | 1 |
| fa | 1 |
| a2bb2oi | 1 |
| nor2 | 2 |
| xnor2 | 2 |
| inv | 6 |
| o21a | 1 |
| ha | 4 |
| o21bai | 2 |
[per-layer routing]
| metal | vias to the layer above | global-route usage (%) | part of all wire, % |
|---|---|---|---|
| met5 | - | 0 | 0 |
| met4 | 0 | 0 | 0 |
| met3 | 0 | 0.341 | 8.6 |
| met2 | 7 | 3.13 | 48 |
| met1 | 102 | 1.86 | 43 |
| li1 | 117 | - | - |
[worst max-delay path by stage]
stage / slack (ps) / cells past startpoint / startpoint / to
4_1_cts: 10 / 7 / col[0] / data_out[2]
5_1_grt: 30 / 8 / col[0] / data_out[3]
6_report: 90 / 7 / col[1] / data_out[2]
[per-stage QoR]
stage                     hold slack, ps  TNS (ps)
after floorplan                     1220         0
after global placement              2290     -1240
after detailed placement            2290     -1290
after CTS                           1690         0
after global routing                1790         0
final                               1730         0
[layout make-up]
type / count / area, sq um
Timing Repair Buffer: 18 / 155
Inverter: 6 / 22.5
Tap cell: 46 / 57.6
Fill cell: 390 / 2970
Multi-Input combinational cell: 19 / 210
[what timing repair did]
item	in CTS	in global routing
buffers inserted	1	0
pin swaps	10	5
hold buffers	0	0
gates resized	20	6
endpoints found under the setup margin	4	2
No activity file was given, so power comes from the tool's default toggle rates.
