<file path="flow/run.sh">
#!/bin/bash
# OpenROAD 26Q1-2900-gdf79404cd8, Yosys 0.63+post, stock flow scripts
make -C /OpenROAD-flow-scripts/flow DESIGN_CONFIG=/design/flow/config.mk WORK_HOME=/design/flow/orfs finish
</file>
<file path="flow/config.mk">
export PLATFORM = sky130hd
export DESIGN_NAME = unique_selector
export DESIGN_NICKNAME = unique_selector
export VERILOG_FILES = /design/flow/design.v
export SDC_FILE = /design/flow/constraint.sdc
export NUM_CORES = 4
export LEC_CHECK = 1
export CORE_AREA = 10 10 75 75
export DIE_AREA = 0 0 85 85
</file>
<file path="flow/constraint.sdc">
current_design unique_selector

set clk_period 3.0
set clk_io_pct 0.2

create_clock -name clk0 -period $clk_period [get_ports {clk}]

set non_clock_inputs [all_inputs -no_clocks]
set_input_delay [expr $clk_period * $clk_io_pct] -clock clk0 $non_clock_inputs
set_output_delay [expr $clk_period * $clk_io_pct] -clock clk0 [all_outputs]
</file>
<file path="flow/design.v">
`default_nettype none
module unique_selector (
    input  wire        clk,             
    input  wire        rst,             
    input  wire        req,             
    input  wire [2:0]  rnd_num,          
    output reg  [2:0]  selected_number, 
    output reg         done,            
    output wire        all_selected       
);
    reg [7:0] selected_mask;
    reg [2:0] potential_number;
    reg       searching;
    assign all_selected = &selected_mask;
    always @(posedge clk or posedge rst) begin
        if (rst) begin
            selected_mask   <= 8'd0;
            selected_number <= 3'd0;
            done            <= 1'b0;
            searching       <= 1'b0;
        end else begin
            if (req) begin
                searching <= 1'b1;
                done      <= 1'b0;
            end
            if (searching) begin
                potential_number <= rnd_num;
                if (!selected_mask[potential_number]) begin
                    selected_mask[potential_number] <= 1'b1;
                    selected_number                 <= potential_number;
                    done                            <= 1'b1;
                    searching                       <= 1'b0;
                end else begin
                    done <= 1'b0;   
                end
            end else begin
                done <= 1'b0;
            end
        end
    end
endmodule
</file>
==> flow_summary.json <==
{
  "cp_max_fo": 3,
  "p_leak_uw": 0.000377,
  "gp_congestion": 0.892,
  "slew_violations": 0,
  "slowest_delay_ns": 0.48,
  "topCombFamilyByArea": "AND-OR/OR-AND gates",
  "worstSkewPairLatency_ns": 0.24,
  "ys_seq_share_pct": 53.9,
  "ios": 11,
  "hpwl_um": 1080,
  "relSlewSlack_pct": 68.4,
  "fin_crit_ns": 1.93,
  "postSynthCellCount": 60,
  "finalSetupViolCount": 0,
  "cap_violations": 0,
  "num_rows": 23,
  "synth-simple-area-share_pct": 8.12,
  "final.setup.tns_ns": 0,
  "yosys_area_sq_um": 771,
  "layout-drive-gt1-share_pct": 9.86,
  "cp.arrival_ns": 1.33,
  "cts_setup_buffers": 0,
  "placed_area_sq_um": 907,
  "power_uw": 850,
  "yosysWarnings": 1,
  "cp-end-kind": "output port",
  "drtIter0Drc": 16,
  "cts_max_path_buffers": 2,
  "cts_buffers": 3,
  "ys_cells": 60,
  "area_growth_pct": 23.5,
  "clock_sinks": 16,
  "cts.clk_slew.worst_paths_ns": 0.06,
  "antenna_found_initial": 0,
  "worst_slew_pin_slew_ns": 0.473,
  "coreArea_sq_mm": 0.00406,
  "grt_pass1_vias": 509,
  "synth-xor-area-share_pct": 2.27,
  "fp.dieW_um": 85,
  "critPathLaunchType": "register",
  "avgViaCountPerCell": 4.02,
  "design_area_sq_um": 952,
  "drc": 0,
  "vias": 486,
  "finalWirelength_um": 1400,
  "most-common-layout-cells": "dfrtp_1 (13), clkdlybuf4s50_1 (10), nor2_1 (7), a31o_1 (7), inv_1 (5)",
  "first_pass_iters": 4,
  "rsz0062_at_grt": "no",
  "holdBufCountCts": 0,
  "layout_top_cell": "dfrtp_1",
  "slowest_stage": "clkdlybuf4s50_1",
  "status": "complete, no violations",
  "grt_max_degree": 14,
  "peakVddDrop_v": 0.000327,
  "fill_cells": 410,
  "hold_path_class": "register to register",
  "finalClockPeriodUsage_pct": 64.4,
  "grt-ovfl-total": 0,
  "rr_startpoint": "potential_number[0]$_DFFE_PP_",
  "chipArea_sq_mm": 0.00723,
  "drtAntennaViolNets": 0,
  "fa_ha_area_share_pct": 4.87,
  "synth_area_sq_um": 771,
  "synthAoiAreaFrac_pct": 17.4,
  "ctsResizeCount": 0,
  "wl_per_cell_um": 11.6,
  "groute.usage.overall_pct": 3.81,
  "port_buffers": 10,
  "cts_tree": "built",
  "ys.flops": 16,
  "synth.area.mux_share_pct": 7.63,
  "fp_util_pct": 19.0,
  "postLayoutCoreUtil_pct": 23.5,
  "htree_levels": 1,
  "hold_viol": 0,
  "diodes": 0,
  "synth_cell_type_count": 25,
  "dieHeight_um": 85,
  "warnings": 27,
  "syn_area_per_cell_sq_um": 12.8,
  "worstPathRequired_ns": 2.40,
  "path_class": "register to output port",
  "min-delay-start": "selected_number[0]$_DFFE_PP0P_",
  "grt_pass1_wl_um": 2380,
  "powerDensity_mw_per_mm2": 892,
  "cts-root-buf": "clkbuf_8",
  "path_cells": "nand4_1, nor2_1, clkdlybuf4s50_1",
  "skew_ns": 0.00406,
  "critPathLaunch": "selected_mask[3]$_DFFE_PP0P_",
  "max_freq_mhz": 518
}
==> worst paths after layout <==
| check | to | slack, ns | depth (start not counted) |
|---|---|---|---|
| hold / removal | selected_number[0]$_DFFE_PP0P_ | 0.48 | 1 |
| min in group asynchronous | selected_number[1]$_DFFE_PP0P_ | 0.70 | 2 |
| max in group asynchronous | selected_mask[5]$_DFFE_PP0P_ | 1.98 | 2 |
| setup reg to reg | selected_number[1]$_DFFE_PP0P_ | 1.12 | 4 |
| hold reg to reg | selected_number[0]$_DFFE_PP0P_ | 0.48 | 1 |
| setup / recovery | all_selected | 1.07 | 3 |
==> flip-flops by register name (all words and copies together), names as in the netlist <==
name and flops:
done 1, selected_mask 8, searching 1, selected_number 3
potential_number 3
==> logic make-up after synthesis <==
| group | count (synthesis) |
|---|---|
| multiplexers | 5 |
| flip-flops | 16 |
| AND/OR/NAND/NOR | 13 |
| XOR/XNOR | 2 |
| adder cells (fa/ha/maj) | 3 |
| AND-OR/OR-AND | 13 |
| buffers and inverters | 8 |
==> cells in the mapped netlist <==
| cell | n | area [sq um] |
|---|---|---|
| dfrtp_1 | 13 | 325 |
| a31o_1 | 7 | 61.3 |
| nor2_1 | 7 | 26.3 |
| inv_1 | 5 | 18.8 |
| edfxtp_1 | 3 | 90.1 |
| ha_1 | 3 | 37.5 |
| buf_6 | 2 | 22.5 |
| mux2_1 | 2 | 22.5 |
| nand4_1 | 2 | 12.5 |
| a211oi_1 | 1 | 7.51 |
| a31oi_4 | 1 | 21.3 |
| a41o_1 | 1 | 10.0 |
| and2_1 | 1 | 6.26 |
| clkbuf_1 | 1 | 3.75 |
| mux2_2 | 1 | 11.3 |
| mux2_4 | 1 | 15.0 |
| mux2i_1 | 1 | 10.0 |
| nand2_1 | 1 | 3.75 |
| nor2b_1 | 1 | 6.26 |
| nor3b_1 | 1 | 7.51 |
| o211ai_1 | 1 | 7.51 |
| o21ai_1 | 1 | 5.00 |
| o311a_4 | 1 | 21.3 |
| xnor2_1 | 1 | 8.76 |
| xor2_1 | 1 | 8.76 |
==> critical path, delay by kind of cell (launching register included) <==
kind                   cells  cell delay, ns
AND/OR/NAND/NOR            2            0.23
buffers and inverters      1            0.48
flip-flops                 1            0.38
==> metrics by stage <==
| step | std cells | setup slack [ns] | hold slack, ns |
|---|---|---|---|
| 2_1_floorplan | 60 | 1.29 | 0.433 |
| 3_3_place_gp | 117 | 1.16 | 0.468 |
| 3_5_place_dp | 117 | 1.13 | 0.475 |
| 4_1_cts | 121 | 1.03 | 0.489 |
| 5_1_grt | 121 | 0.988 | 0.509 |
| 6_report | 121 | 1.07 | 0.484 |
==> area by class of cell <==
| class | instances | area (sq um) | share of cell area, % |
|---|---|---|---|
| clock inverters | 1 | 3.75 | 0.394 |
| well taps | 50 | 62.6 | 6.57 |
| inverters | 5 | 18.8 | 1.97 |
| repair buffers | 10 | 100 | 10.5 |
| clock buffers | 3 | 41.3 | 4.34 |
| flip-flops and latches | 16 | 415 | 43.6 |
| multi-input cells | 36 | 310 | 32.6 |
==> per-layer routing <==
layer | routed length, um | vias up | track usage [%]
met1 | 644 | 241 | 4.54
met5 | 0 | - | 0
met2 | 700 | 4 | 6.47
li1 | - | 239 | -
met4 | 14 | 0 | 1.05
met3 | 42 | 2 | 1.16
==> power by group <==
part           internal [uW]  total, uW  switching (uW)
logic                    178        303             125
clock network           90.4        156            65.3
registers                317        391            73.2
Power and IR drop assume default switching activity.
