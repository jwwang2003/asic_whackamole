==> ./design.v <==
`default_nettype	none
module afifo(i_wclk, i_wrst_n, i_wr, i_wdata, o_wfull,
		i_rclk, i_rrst_n, i_rd, o_rdata, o_rempty);
	parameter	DSIZE = 2,
			ASIZE = 4;
	localparam	DW = DSIZE,
			AW = ASIZE;
	input	wire			i_wclk, i_wrst_n, i_wr;
	input	wire	[DW-1:0]	i_wdata;
	output	reg			o_wfull;
	input	wire			i_rclk, i_rrst_n, i_rd;
	output	wire	[DW-1:0]	o_rdata;
	output	reg			o_rempty;
	wire	[AW-1:0]	waddr, raddr;
	wire			wfull_next, rempty_next;
	reg	[AW:0]		wgray, wbin, wq2_rgray, wq1_rgray,
				rgray, rbin, rq2_wgray, rq1_wgray;
	wire	[AW:0]		wgraynext, wbinnext;
	wire	[AW:0]		rgraynext, rbinnext;
	reg	[DW-1:0]	mem	[0:((1<<AW)-1)];
	initial	{ wq2_rgray,  wq1_rgray } = 0;
	always @(posedge i_wclk or negedge i_wrst_n)
	if (!i_wrst_n)
		{ wq2_rgray, wq1_rgray } <= 0;
	else
		{ wq2_rgray, wq1_rgray } <= { wq1_rgray, rgray };
	assign	wbinnext  = wbin + { {(AW){1'b0}}, ((i_wr) && (!o_wfull)) };
	assign	wgraynext = (wbinnext >> 1) ^ wbinnext;
	assign	waddr = wbin[AW-1:0];
	initial	{ wbin, wgray } = 0;
	always @(posedge i_wclk or negedge i_wrst_n)
	if (!i_wrst_n)
		{ wbin, wgray } <= 0;
	else
		{ wbin, wgray } <= { wbinnext, wgraynext };
	assign	wfull_next = (wgraynext == { ~wq2_rgray[AW:AW-1],
				wq2_rgray[AW-2:0] });
	initial	o_wfull = 0;
	always @(posedge i_wclk or negedge i_wrst_n)
	if (!i_wrst_n)
		o_wfull <= 1'b0;
	else
		o_wfull <= wfull_next;
	always @(posedge i_wclk)
	if ((i_wr)&&(!o_wfull))
		mem[waddr] <= i_wdata;
	initial	{ rq2_wgray,  rq1_wgray } = 0;
	always @(posedge i_rclk or negedge i_rrst_n)
	if (!i_rrst_n)
		{ rq2_wgray, rq1_wgray } <= 0;
	else
		{ rq2_wgray, rq1_wgray } <= { rq1_wgray, wgray };
	assign	rbinnext  = rbin + { {(AW){1'b0}}, ((i_rd)&&(!o_rempty)) };
	assign	rgraynext = (rbinnext >> 1) ^ rbinnext;
	initial	{ rbin, rgray } = 0;
	always @(posedge i_rclk or negedge i_rrst_n)
	if (!i_rrst_n)
		{ rbin, rgray } <= 0;
	else
		{ rbin, rgray } <= { rbinnext, rgraynext };
	assign	raddr = rbin[AW-1:0];
	assign	rempty_next = (rgraynext == rq2_wgray);
	initial o_rempty = 1;
	always @(posedge i_rclk or negedge i_rrst_n)
	if (!i_rrst_n)
		o_rempty <= 1'b1;
	else
		o_rempty <= rempty_next;
	assign	o_rdata = mem[raddr];
endmodule
==> ./run.sh <==
#!/bin/bash
# OpenROAD 26Q1-2900-gdf79404cd8, Yosys 0.63+post, stock flow scripts
make -C /OpenROAD-flow-scripts/flow DESIGN_CONFIG=/design/flow/config.mk WORK_HOME=/design/flow/orfs finish
==> ./config.mk <==
export PLATFORM = sky130hd
export DESIGN_NAME = afifo
export DESIGN_NICKNAME = afifo
export VERILOG_FILES = /design/flow/design.v
export SDC_FILE = /design/flow/constraint.sdc
export NUM_CORES = 4
export LEC_CHECK = 1
export CORE_UTILIZATION = 40
==> ./constraint.sdc <==
current_design afifo

set clk_period 3.9
set clk_io_pct 0.2

create_clock -name clk0 -period $clk_period [get_ports {i_rclk}]
create_clock -name clk1 -period $clk_period [get_ports {i_wclk}]

set non_clock_inputs [all_inputs -no_clocks]
set_input_delay [expr $clk_period * $clk_io_pct] -clock clk0 $non_clock_inputs
set_output_delay [expr $clk_period * $clk_io_pct] -clock clk0 [all_outputs]
==> CHANGELOG.md <==
### Physical design

* Number of global-route vias before repair at 1486
* Buf+Inv Stages, Crit Path at 1
* Std-Cell Rows at 30
* CP required at 3.12 ns
* Pre-Place Util at between 40% and 50%
* Tool Warnings at 27
* Critical path type: reg -> out
* Multiplexer share at 7.93%
* Reg area at slightly below 0.002 mm2
* CP delay by family, top: multiplexers
* Routed Antenna Nets at 0
* CP Max Fanout at 9
* RSZ-0062 raised after global routing: false
* Total track usage at ~14%
* Worst slew pin tran at just over 0.5 ns
* Static Leak at 0.00127 uW
* Slowest cell on the critical path: mux4_1
* First-pass GRT wire length at 7170 um
* RD Place Congestion at approximately 0.9
* Max_cap viols at 0
* Antenna fix cells at 0
* Relative slew slack at 65.3%
* Final hold viol count at 0
* Yosys Instances at ~170
* Final setup viols at 0
* Cell Type Count at 33
* Setup TNS at 0 ns
* Mean Syn Cell Area at 16.9 um2
* IO Count at 12
* Max stage delay on crit path at 0.66 ns
* Post-Synthesis Cells at ~170
* IO buf count at 10
* Post-synthesis simple-gate area fraction at around 7.7%
* Status: finished clean
* CP startpoint kind: flop
* Routed vias/inst at 4.88
* XORs/XNORs by Area at 9.78%
* Dpl cell area at 0.00308 mm2
* DRC viols at 0
* Layout cells sized above 1 at 10.6%
* Post-DP HPWL at just over 3000 um
* Resize count post-CTS at 0
* Main logic family: XOR/XNOR gates
* Setup Buffers After CTS at 0
* Largest net degree at the start of global routing at 21
* First-iteration detailed-routing DRC count at 42
* Number of detailed-route iterations in the first pass at 4
* Combinational Area at 872 um2
* Clock Skew at 0.00380 ns
* Placeable core region at approximately 0.0069 mm2
* Hold crit path type: reg -> reg
* CTS tree: done
* Die y size at ~87 um
* Die area at roughly 0.0076 mm2
* Register area share after synthesis at ~68%
* Yosys synthesis chip area at 0.00290 mm2
* AO/OA Area Share at 2.50%
* Final Non-Filler Cells at 285
* Pwr Total at around 2700 uW
* # fillers at around 600
* CTS sink cnt at 72
* Clk pin slew, worst setup/hold paths at 0.08 ns
* Die extent in x at 87.2 um
* Most frequent cells in the layout: dfrtp_1 (39), edfxtp_1 (32), nor2_1 (13)
* GRT overflow at 0
* Pwr Density at 825 mW/mm2
* Worst EP arrival at 2.42 ns
* Adder Area Share at 2.15%
* Fin. max-slew vios at 0
* Hold Buf Count CTS at 0
* Synthesized area at 0.00290 mm2
* Antenna violations before repair at 0
* Synth Register Bits at 72
* Final non-filler cell area at 0.00325 mm2
* Area growth from synthesis to layout at 11.8%
* Hold_ws at ~0.31 ns
* Yosys warnings at 1
* Drt wl/cell at 15.2 um
* Most numerous logic cell after layout: dfrtp_1
* DRT Wirelength at 4340 um
* Worst vdd ir at 0.230 mV
* Placed cell count at 273
* Vias at about 1400
* Crit end category: primary output
* CP cell instances: mux4_1 -> and2b_2 -> a211oi_1 -> a21oi_1 -> clkdlybuf4s50_1
## state kept, by name, indices dropped and copies added (netlist names)
signal	count
wq1_rgray	5
rq1_wgray	5
rq2_wgray	5
mem	32
o_wfull	1
wbin	4
rbin	4
o_rempty	1
wgray	5
rgray	5
wq2_rgray	5
## cell usage after synthesis
cell type | instances | share of area [%]
dfrtp_1 | 39 | 34
edfxtp_1 | 32 | 33
nor2_1 | 13 | 1.7
xnor2_1 | 11 | 3.3
xor2_1 | 11 | 3.3
mux4_1 | 8 | 7.2
nand3_1 | 6 | 1.0
ha_1 | 5 | 2.2
nor3_1 | 4 | 0.69
buf_6 | 3 | 1.2
inv_1 | 3 | 0.39
nand2_1 | 3 | 0.39
nand3b_1 | 3 | 0.78
xnor3_1 | 3 | 2.3
a211oi_1 | 2 | 0.52
a21boi_0 | 2 | 0.52
a21oi_1 | 2 | 0.34
and2b_2 | 2 | 0.60
buf_4 | 2 | 0.52
mux2i_1 | 2 | 0.69
nand2b_1 | 2 | 0.43
nor2b_1 | 2 | 0.43
or3_1 | 2 | 0.43
a221oi_2 | 1 | 0.52
a22oi_1 | 1 | 0.26
and3_4 | 1 | 0.39
buf_2 | 1 | 0.17
clkbuf_1 | 1 | 0.13
dfstp_2 | 1 | 0.90
nor4b_2 | 1 | 0.52
o211a_1 | 1 | 0.34
or3b_2 | 1 | 0.30
xor3_1 | 1 | 0.82
## report_power, final
part / total (uW) / leakage [uW] / internal [uW] / switching, uW
clock network: 503 / 0.0000846 / 283 / 220
registers: 1270 / 0.000761 / 1050 / 216
logic: 909 / 0.000425 / 507 / 402
total: 2680 / 0.00127 / 1840 / 838
## cell type report
type | instances | share of cell area, %
Timing Repair Buffer | 12 | 3.54
Clock inverter | 2 | 1.19
Sequential cell | 72 | 60.4
Clock buffer | 10 | 3.93
Inverter | 3 | 0.347
Multi-Input combinational cell | 90 | 26.8
Tap cell | 96 | 3.70
## metrics by stage
| stage | utilization, % | setup WS (ns) |
|---|---|---|
| 5_1_grt | 47.0 | 0.536 |
| 6_report | 47.0 | 0.704 |
| 4_1_cts | 47.0 | 0.652 |
| 3_3_place_gp | 44.6 | 0.947 |
| 2_1_floorplan | - | 1.50 |
| 3_5_place_dp | 44.6 | 0.866 |
## logic make-up (layout without fill, tap and decap cells)
kind of cell,Yosys count,after routing
compound gates,9,9
xor+xnor,26,26
fa+ha+maj,5,5
buf+inv,10,27
flops,72,72
mux,10,10
simple gates,40,40
## per-layer routing
layer  track usage, %  part of all wire (%)  vias up
met5                0                     0        -
met4             3.43                   2.6        0
met3             4.13                   4.5        8
met2             20.5                    46       25
met1             21.2                    47      706
li1                 -                     -      652
## path summary, 6_finish.rpt
kind | from | to | slack (ns) | cells after the start
max | rbin[0] | o_rdata[0] | 0.70 | 5
max reg2reg | rbin[0] | o_rempty | 1.62 | 6
min reg2reg | rgray[0] | wq1_rgray[0] | 0.31 | 0
max in group asynchronous | i_rrst_n | o_rempty | 2.77 | 2
min in group clk0 | rq1_wgray[2] | rq2_wgray[2] | 0.35 | 0
min in group asynchronous | i_wrst_n | o_wfull | 0.81 | 2
min | rgray[0] | wq1_rgray[0] | 0.31 | 0
max in group clk1 | i_wr | o_wfull | 1.16 | 7
Power is estimated from default activity; no workload was simulated.
